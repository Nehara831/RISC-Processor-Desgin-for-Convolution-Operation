## /design/flow/design.v

```verilog
`timescale 1ns / 1ps
module MDR(
	input clk,
	input enable,
	input w_en,
	input write_en,
	input read_en,
	output reg [31:0] data_out,
	input [31:0] data_in,
	input [7:0] DRAM_in,
	output reg [7:0] DRAM_out
);
 reg [1:0] state = 2'b0;
 always @ (posedge clk)
	 if (enable ==1'b1)
		 begin
		 state<= state+1;
		 end
always @ (posedge clk)
begin
	 if(state == 2'b10)
	 begin
	if (w_en==1)
		begin
		data_out<=data_in;
		end
	if (read_en)
		begin
		data_out<= {24'd0,DRAM_in};
		end
	if (write_en)
		begin
		DRAM_out<=data_in[7:0];
		end
	 end
end
endmodule
```

## /design/flow/run.sh

```bash
#!/bin/bash
# OpenROAD 26Q1-2900-gdf79404cd8, Yosys 0.63+post, stock flow scripts
make -C /OpenROAD-flow-scripts/flow DESIGN_CONFIG=/design/flow/config.mk WORK_HOME=/design/flow/orfs finish
```

## /design/flow/config.mk

```make
export PLATFORM = sky130hd
export DESIGN_NAME = MDR
export DESIGN_NICKNAME = MDR
export VERILOG_FILES = /design/flow/design.v
export SDC_FILE = /design/flow/constraint.sdc
export NUM_CORES = 4
export LEC_CHECK = 1
export CORE_AREA = 10 10 106 106
export DIE_AREA = 0 0 116 116
```

## /design/flow/constraint.sdc

```tcl
current_design MDR

set clk_period 1.9
set clk_io_pct 0.2

create_clock -name clk0 -period $clk_period [get_ports {clk}]

set non_clock_inputs [all_inputs -no_clocks]
set_input_delay [expr $clk_period * $clk_io_pct] -clock clk0 $non_clock_inputs
set_output_delay [expr $clk_period * $clk_io_pct] -clock clk0 [all_outputs]
```

==> results.txt <==
DIE AREA: 0.0135 mm2
routed vias/inst: 3.54
DR vias: 1003
IO Pins: 85
clock transition at the registers of the reported paths: 0.09 ns
setup bufs post-CTS: 0
htree depth: 2
Post-DRT Antenna Nets: 0
Worst Hold Class: reg2reg
Static Leak: 0.936 nW
CTS max path bufs: 2
Worst R2R Setup Slack: 0.58 ns
WP data arrival: 1.14 ns
placed cell areas: 0.00257 mm2
Setup Skew: 0.00397 ns
setup tns final: 0 ns
critical path launch point: DRAM_out[7]$_DFFE_PP_
Final Wtd Congestion: 0.699
port buffer count: 84
vias in the first global route: 1125
FF-to-FF Start: state[0]$_DFFE_PP_
Root Driver: clkbuf_8
mean post-synth cell area: 19.2 um2
fmax: 660 MHz
Tmin final: 1.52 ns
CP bufs+invs: 1
DP Wirelength: 3390 um
synth unique cells: 12
CP endpoint kind: output pin
crit-path cells: clkdlybuf4s50_1
fin crit share: 0.798
Seq/Total Area, Yosys: 0.790
total CTS buffers: 5
largest net degree at the start of global routing: 33
CP Depth: 1
outcome: complete, no violations
GRT Residual Overflow: 0
ys cells: 83
pwr dens: 721 mW/mm2
iteration tally of the first detailed-router pass: 2
count of pins over their slew limit: 0
area grow syn2layout: 66.9%
Crit-path slowest cell: clkdlybuf4s50_1
MaxCap Viol Count: 0
worst setup path class: reg2out
share of the synthesized area in the top cell type: 0.790
Worst setup SP type: register
Slew HR: 0.726
unrepaired setup endpoints after global routing: no
clk latency late pin: 0.29 ns
Cells after Synth: 83
Worst IR Drop VDD: 0.000330 V
crit path to: DRAM_out[7]
Yosys warning count: 1
PostCTS Resize Cnt: 0
Total Wirelength: 4240 um
Routed WL per cell: 15.0 um
Ant. Diodes: 0
CTS sink cnt: 42
final setup vio count: 0
row count: 34
Worst R2R Path Depth: 3
core area: 0.00885 mm2
Die X: 116 um
Die H: 116 um
DR iter-0 viols: 30
Hold Buf Count CTS: 0
CP max stage delay: 0.48 ns
Synthesized registers: 42
design area: 0.00267 mm2
reg2reg end: DRAM_out[7]$_DFFE_PP_
final hold vios: 0
initial antenna violation count: 0
FP Core Util: 0.180
Yosys chip area: 0.00160 mm2
Req. time, crit path: 1.52 ns
first-pass GRT wire length: 6560 um
CP top delay family: buffers and inverters
OpenROAD warnings: 25
post-synth top area cell: edfxtp_1
layout cells sized above 1: 0.126
worst-margin pin slew: 0.411 ns
CTS tree: done
synth top area cells: edfxtp_1 79%, nor2b_1 7.4%, mux2_4 4.7%
DRC Markers: 0
total global-route track usage: 0.0646
Max FO, Critical Path: 1
cell area after synthesis: 0.00160 mm2
[final cells by class]
| cell class | count | area, um2 |
|---|---|---|
| tap | 108 | 135 |
| fill | 902 | 6180 |
| timing repair buffer | 88 | 878 |
| inverter | 2 | 7.51 |
| sequential | 42 | 1260 |
| clock buffer | 5 | 68.8 |
| clock inverter | 3 | 21.3 |
| multi-input combinational | 35 | 293 |
[per-layer routing]
metal  part of all wire  up-vias  global-route usage
li1                   -      478                   -
met1               0.42      470              0.0828
met2               0.45       55              0.0982
met3               0.13        0              0.0372
met4                  0        0             0.00584
met5                  0        -                   0
[cells by family (layout without fill, tap and decap cells)]
kind of cell,Yosys count,count (layout),share of synthesized area
AOI/OAI and AO/OA,1,1,0.00470
DFF,42,42,0.790
and+or+nand+nor,25,25,0.102
adders and majority gates,1,1,0.00784
muxes,8,8,0.0682
buffers and inverters,6,98,0.0274
[report_power, final]
part | internal (mW) | total (mW) | switching [mW]
Clock | 0.258 | 0.585 | 0.327
Combinational | 0.180 | 0.248 | 0.0682
Sequential | 1.08 | 1.09 | 0.0115
[how the worst min path moves through the flow]
| stage | startpoint | end | slack, ns | cells after the start |
|---|---|---|---|---|
| after global routing | state[0]$_DFFE_PP_ | state[0]$_DFFE_PP_ | 0.58 | 1 |
| final | state[0]$_DFFE_PP_ | state[0]$_DFFE_PP_ | 0.54 | 1 |
| after CTS | state[0]$_DFFE_PP_ | state[0]$_DFFE_PP_ | 0.54 | 1 |
[sequential cells by signal (all words and copies together) (netlist names)]
signal / count
DRAM_out: 8
data_out: 32
state: 2
[synth_stat cells]
cell type and number:
buf_8 1, mux2_4 5, o21a_1 1, edfxtp_1 42, buf_6 1, and2_1 1
inv_1 2, and2b_1 5, nor2b_1 19, buf_2 2, mux2_2 3, ha_1 1
[per-stage QoR]
stage	total power, mW	std cells	utilization	hold slack, ns	setup slack [ns]
floorplan	1.17	83	-	0.479	0.0444
global placement	1.36	275	0.291	0.525	0.276
detailed placement	1.37	275	0.291	0.529	0.271
CTS	1.96	283	0.301	0.542	0.364
global route	2.03	283	0.301	0.579	0.313
finish	1.92	283	0.301	0.538	0.385
[layout by cell type, fill, tap and decap left out]
cell type,synthesis,routed
clkdlybuf4s50_1,0,83
edfxtp_1,42,42
nor2b_1,19,19
mux2_4,5,5
and2b_1,5,5
clkbuf_8,0,5
mux2_2,3,3
buf_4,0,3
inv_1,2,2
and2_1,1,1
o21a_2,0,1
ha_1,1,1
clkinv_4,0,1
clkinvlp_4,0,1
clkinv_2,0,1
buf_2,2,1
buf_12,0,1
No activity file was given, so power comes from the tool's default toggle rates.
