## design.v

```verilog
`timescale 1ns / 1ps
module Instruction_Ram(
    input clk,
    input [8:0] address,
    output reg [15:0] instr_out
    );
    parameter inst_count = 200;
    reg [15:0] inst_ram [inst_count:0];
    	parameter FETCH         =   6'd0;
    	parameter CLAC          =   6'd2;
	parameter MVACMAR	=   6'd3;
	parameter LDAC		=   6'd4;
	parameter MVACK0	=   6'd6;
	parameter INAC		=   6'd7;
	parameter MVACI		=   6'd8;
	parameter MVACK1	=   6'd9;
	parameter MVIAC		=   6'd10;
	parameter MVACK2	=   6'd11;
	parameter MVACK3	=   6'd12;
	parameter MVACK4	=   6'd13;
	parameter MVACK5	=   6'd14;
	parameter MVACK6	=   6'd15;
	parameter MVACK7	=   6'd16;
	parameter MVACK8	=   6'd17;
	parameter MVACP1	=   6'd18;
	parameter LDII		=   6'd19;
	parameter MVACP2	=   6'd20;
	parameter ADDI		=   6'd21;
	parameter MVACP3	=   6'd22;
	parameter LDIDP		=   6'd23;
	parameter MVACCV	=   6'd24;
	parameter MVP1AC	=   6'd25;
	parameter MULK0		=   6'd26;
	parameter MVP2AC	=   6'd27;
	parameter MULK3		=   6'd28;
	parameter ADDCV		=   6'd29;
	parameter MULK6		=   6'd30;
	parameter MULK1		=   6'd31;
	parameter MULK4		=   6'd32;
	parameter MVP3AC	=   6'd33;
	parameter MULK7		=   6'd34;
	parameter MULK2		=   6'd35;
	parameter MULK5		=   6'd36;
	parameter MULK8		=   6'd37;
	parameter MVDPAC	=   6'd38;
	parameter MVCVAC	=   6'd39;
	parameter MOD30		=   6'd40;
	parameter STAC		=   6'd41;
	parameter MVII		=   6'd43;
	parameter SUBI		=   6'd44;
	parameter MVACDP	=   6'd45;
	parameter NOP		=   6'd46;
	parameter JUMPNZ	=   6'd47;
	parameter JUMPZ		=   6'd52;
	parameter DECAC         =   6'd59;
    initial
    begin
	inst_ram[0]     = {FETCH, 10'd0};
        inst_ram[1]     = {CLAC, 10'd0};
        inst_ram[2]     = {MVACMAR, 10'd0};
        inst_ram[3]     = {LDAC, 10'd0}; 
        inst_ram[4]     = {MVACK0, 10'd0}; 
        inst_ram[5]     = {CLAC, 10'd0}; 
        inst_ram[6]     = {INAC, 10'd0};
        inst_ram[7]     = {MVACI, 10'd0};
        inst_ram[8]     = {MVACMAR, 10'd0};
        inst_ram[9]     = {LDAC, 10'd0};
        inst_ram[10]    = {MVACK1, 10'd0};
        inst_ram[11]    = {MVIAC, 10'd0};
        inst_ram[12]    = {INAC, 10'd0};
        inst_ram[13]    = {MVACI, 10'd0};
        inst_ram[14]    = {MVACMAR, 10'd0};
        inst_ram[15]    = {LDAC, 10'd0};
        inst_ram[16]    = {MVACK2, 10'd0};
        inst_ram[17]    = {MVIAC, 10'd0};
        inst_ram[18]    = {INAC, 10'd0};
        inst_ram[19]    = {MVACI, 10'd0};
        inst_ram[20]    = {MVACMAR, 10'd0};
        inst_ram[21]    = {LDAC, 10'd0};
        inst_ram[22]    = {MVACK3, 10'd0};
        inst_ram[23]    = {MVIAC, 10'd0};
        inst_ram[24]    = {INAC, 10'd0};
        inst_ram[25]    = {MVACI, 10'd0};
        inst_ram[26]    = {MVACMAR, 10'd0};
        inst_ram[27]    = {LDAC, 10'd0};
        inst_ram[28]    = {MVACK4, 10'd0};
        inst_ram[29]    = {MVIAC, 10'd0};
        inst_ram[30]    = {INAC, 10'd0};
        inst_ram[31]    = {MVACI,   10'd0};
        inst_ram[32]    = {MVACMAR,   10'd0};
        inst_ram[33]    = {LDAC,    10'd0};
        inst_ram[34]    = {MVACK5,    10'd0};
        inst_ram[35]    = {MVIAC, 10'd0};
        inst_ram[36]    = {INAC, 10'd0};
        inst_ram[37]    = {MVACI, 10'd0};
        inst_ram[38]    = {MVACMAR, 10'd0};
        inst_ram[39]    = {LDAC, 10'd0};
        inst_ram[40]    = {MVACK6, 10'd0};
        inst_ram[41]    = {MVIAC, 10'd0};
        inst_ram[42]    = {INAC, 10'd0};
        inst_ram[43]    = {MVACI, 10'd0};
        inst_ram[44]    = {MVACMAR, 10'd0};
        inst_ram[45]    = {LDAC,  10'd0};
        inst_ram[46]    = {MVACK7,  10'd0};
       	inst_ram[47]    = {MVIAC, 10'd0};
        inst_ram[48]    = {INAC, 10'd0};
        inst_ram[49]    = {MVACI, 10'd0};
        inst_ram[50]    = {MVACMAR, 10'd0};
        inst_ram[51]    = {LDAC, 10'd0};
        inst_ram[52]    = {MVACK8, 10'd0};
        inst_ram[53]    = { MVIAC, 10'd0};
        inst_ram[54]    = { INAC, 10'd0};
        inst_ram[55]    = { MVACP1, 10'd0};
        inst_ram[56]    = { LDII, 10'd30};	 
        inst_ram[57]    = { ADDI, 10'd0};        
        inst_ram[58]    = { MVACP2, 10'd0};
        inst_ram[59]    = { ADDI, 10'd0};
        inst_ram[60]    = { MVACP3, 10'd0};
        inst_ram[61]    = { LDIDP, 10'd910};     
        inst_ram[62]    = { CLAC, 10'd0};
        inst_ram[63]    = { MVACCV, 10'd0};
        inst_ram[64]    = { MVP1AC, 10'd0};                 
        inst_ram[65]    = { MVACMAR, 10'd0};
        inst_ram[66]    = { INAC, 10'd0};
        inst_ram[67]    = { MVACP1, 10'd0};   
        inst_ram[68]    = { LDAC, 10'd0};
        inst_ram[69]    = { MULK0, 10'd0};
        inst_ram[70]    = { MVACCV, 10'd0};
        inst_ram[71]    = { MVP2AC, 10'd0};
        inst_ram[72]    = { MVACMAR, 10'd0};
        inst_ram[73]    = { INAC, 10'd0};
        inst_ram[74]    = { MVACP2, 10'd0};
        inst_ram[75]    = { LDAC, 10'd0};
        inst_ram[76]    = { MULK3, 10'd0}; 
        inst_ram[77]    = { ADDCV, 10'd0};
        inst_ram[78]    = { MVACCV, 10'd0};
        inst_ram[79]    = { MVP3AC, 10'd0};
        inst_ram[80]    = { MVACMAR, 10'd0};
        inst_ram[81]    = { INAC, 10'd0};
        inst_ram[82]    = { MVACP3, 10'd0};
        inst_ram[83]    = { LDAC, 10'd0};
        inst_ram[84]    = { MULK6, 10'd0}; 
        inst_ram[85]    = { ADDCV, 10'd0};
        inst_ram[86]    = { MVACCV, 10'd0};
        inst_ram[87]    = { MVP1AC, 10'd0};
        inst_ram[88]    = { MVACMAR, 10'd0};
        inst_ram[89]    = { INAC, 10'd0};
        inst_ram[90]    = { MVACP1, 10'd0};  
        inst_ram[91]    = { LDAC, 10'd0};
        inst_ram[92]    = { MULK1, 10'd0}; 
        inst_ram[93]    = { ADDCV, 10'd0};
        inst_ram[94]    = { MVACCV, 10'd0};
        inst_ram[95]    = { MVP2AC, 10'd0};
        inst_ram[96]    = { MVACMAR, 10'd0};
        inst_ram[97]    = { INAC, 10'd0};
        inst_ram[98]    = { MVACP2, 10'd0};
        inst_ram[99]    = { LDAC, 10'd0};
        inst_ram[100]    = { MULK4, 10'd0}; 
        inst_ram[101]    = { ADDCV, 10'd0};
        inst_ram[102]    = { MVACCV, 10'd0};
        inst_ram[103]    = { MVP3AC, 10'd0};
        inst_ram[104]    = { MVACMAR, 10'd0};
        inst_ram[105]    = { INAC, 10'd0};
        inst_ram[106]    = { MVACP3, 10'd0};
        inst_ram[107]    = { LDAC, 10'd0};
        inst_ram[108]    = { MULK7, 10'd0};
        inst_ram[109]    = { ADDCV, 10'd0};
        inst_ram[110]    = { MVACCV, 10'd0};
        inst_ram[111]    = { MVP1AC, 10'd0};
        inst_ram[112]    = { MVACMAR, 10'd0};
        inst_ram[113]    = { INAC, 10'd0};
        inst_ram[114]    = { LDAC, 10'd0};
        inst_ram[115]    = { MULK2, 10'd0}; 
        inst_ram[116]    = { ADDCV, 10'd0};
        inst_ram[117]    = { MVACCV, 10'd0};
        inst_ram[118]    = { MVP2AC, 10'd0};
        inst_ram[119]    = { MVACMAR, 10'd0};
        inst_ram[120]    = { INAC, 10'd0};
        inst_ram[121]    = { LDAC, 10'd0};
        inst_ram[122]    = { MULK5, 10'd0};
        inst_ram[123]    = { ADDCV, 10'd0};
        inst_ram[124]    = { MVACCV, 10'd0};
        inst_ram[125]    = { MVP3AC, 10'd0};
        inst_ram[126]    = { MVACMAR, 10'd0};
        inst_ram[127]    = { INAC, 10'd0};
        inst_ram[128]    = { LDAC, 10'd0};
        inst_ram[129]    = { MULK8, 10'd0}; 
        inst_ram[130]    = { ADDCV, 10'd0};    
        inst_ram[131]    = { MVACCV, 10'd0};
	inst_ram[132]    = { MVP1AC, 10'd0};   
	inst_ram[133]    = { DECAC, 10'd0};
	inst_ram[134]    = { MVACP1, 10'd0};
	inst_ram[135]    = { MVP2AC, 10'd0};   
	inst_ram[136]    = { DECAC, 10'd0};
	inst_ram[137]    = { MVACP2, 10'd0};
	inst_ram[138]    = { MVP3AC, 10'd0};   
	inst_ram[139]    = { DECAC, 10'd0};
	inst_ram[140]    = { MVACP3, 10'd0};
        inst_ram[141]    = { MVDPAC, 10'd0};
        inst_ram[142]    = { MVACMAR, 10'd0};
	inst_ram[143]       = {INAC,10'd0};   
	inst_ram[144]       = {MVACDP, 10'd0};
        inst_ram[145]    = { MVCVAC, 10'd0};   
        inst_ram[146]    = { STAC, 10'd0};    
        inst_ram[147]    = { LDII, 10'd7};       
 	inst_ram[148]    = { MVP1AC, 10'd0};
        inst_ram[149]    = { MOD30, 10'd0};
        inst_ram[150]    = { SUBI, 10'd0};
        inst_ram[151]    = { JUMPZ, 10'd179};             
	inst_ram[152]    = { MVP1AC, 10'd0}; 
        inst_ram[153]    = { INAC, 10'd0};
	inst_ram[154]    = { MVACP1, 10'd0};
	inst_ram[155]    = { MVP1AC, 10'd0};
        inst_ram[156]    = { INAC, 10'd0};
        inst_ram[157]    = { MVACP1, 10'd0};
	inst_ram[158]    = { MVP2AC, 10'd0}; 
        inst_ram[159]    = { INAC, 10'd0};
	inst_ram[160]    = { MVACP2, 10'd0};
	inst_ram[161]    = { MVP2AC, 10'd0};
        inst_ram[162]    = { INAC, 10'd0};
        inst_ram[163]    = { MVACP2, 10'd0};
	inst_ram[164]    = { MVP3AC, 10'd0}; 
        inst_ram[165]    = { INAC, 10'd0};
	inst_ram[166]    = { MVACP3, 10'd0};
	inst_ram[167]    = { MVP3AC, 10'd0};
        inst_ram[168]    = { INAC, 10'd0};
        inst_ram[169]    = { MVACP3, 10'd0};
        inst_ram[170]    = { MVDPAC, 10'd0}; 
        inst_ram[171]    = { INAC, 10'd0};
	inst_ram[172]    = { MVACDP, 10'd0};
	inst_ram[173]    = { MVDPAC, 10'd0};
        inst_ram[174]    = { INAC, 10'd0};
        inst_ram[175]    = { MVACDP, 10'd0};
	inst_ram[176]    = { MVDPAC, 10'd0};
        inst_ram[177]    = { INAC, 10'd0};
        inst_ram[178]    = { MVACDP, 10'd0};
        inst_ram[179]    = { MVDPAC, 10'd0};  
	inst_ram[180]    = { LDII, 10'd827};  
	inst_ram[181]    = { SUBI, 10'd0};
	inst_ram[182]    = { LDII, 10'd869};    
	inst_ram[183]    = { SUBI, 10'd0};
        inst_ram[184]    = { JUMPNZ, 10'd63};      
        inst_ram[185]    = { NOP, 10'd0};               
    end
    always @(posedge clk)
    begin
        instr_out<= inst_ram[address];
    end   
endmodule
```

## run.sh

```bash
#!/bin/bash
# OpenROAD 26Q1-2900-gdf79404cd8, Yosys 0.63+post, stock flow scripts
make -C /OpenROAD-flow-scripts/flow DESIGN_CONFIG=/design/flow/config.mk WORK_HOME=/design/flow/orfs finish
```

## config.mk

```make
export PLATFORM = sky130hd
export DESIGN_NAME = Instruction_Ram
export DESIGN_NICKNAME = Instruction_Ram
export VERILOG_FILES = /design/flow/design.v
export SDC_FILE = /design/flow/constraint.sdc
export NUM_CORES = 4
export LEC_CHECK = 1
export CORE_UTILIZATION = 30
```

## constraint.sdc

```tcl
current_design Instruction_Ram

set clk_period 3.4
set clk_io_pct 0.2

create_clock -name clk0 -period $clk_period [get_ports {clk}]

set non_clock_inputs [all_inputs -no_clocks]
set_input_delay [expr $clk_period * $clk_io_pct] -clock clk0 $non_clock_inputs
set_output_delay [expr $clk_period * $clk_io_pct] -clock clk0 [all_outputs]
```

==> results.yml <==
# synthesis and place-and-route metrics
outcome:
  status: "complete, no violations"
placed_design:
  place_ws_ns: 0.3202
  hpwl_mm: 5.034
  port_buffers: 24
  routabilityCongestion: 0.9657
job:
  tool_warnings: 34
  drv_cap: 0
yosys:
  ys_sh_xor_pct: 1.868
  avgSynthCellArea_um2: 7.139
  ys_seq_share_pct: 13.19
  edf_count: 0
  ys_area_um2: 2277
  yosys_warnings: 1
  yosys-stat-cells: 319
  synth_flops: 15
  fa_ha_area_share_pct: 5.495
  flop_cell: "dfxtp_1"
  mux_share_pct: 3.791
  async_flop_share_pct: 0
  netlist_area_um2: 2277
  logic_family: "AND-OR/OR-AND gates"
  simple_gate_area_share_pct: 27.75
  synth_cell_type_count: 66
  ys_sh_aoi_pct: 37.14
  synth_cells: 319
global_route:
  grt_start_max_net_pins: 40
  grt_pass1_wl_mm: 12.05
  grt_pass1_vias: 2274
  grt.total_usage_pct: 19.77
  grt_overflow_total: 0
  antenna_found_initial: 0
route:
  post-route-drc-count: 0
  wl_mm: 7.368
  vias: 2511
  wire_per_inst_um: 17.38
  ant_nets: 0
  dr.pass1.iters: 5
  diodes: 0
  vias_per_cell: 5.922
  drt_iter0_markers: 336
clock_tree:
  clk_path_buf_depth: 2
  htreeDepth: 1
  cts_hold_buf: 0
  cts_buffers: 3
  cts_setup_buffers: 0
  cts_tree: "built"
  cts-resized-gates: 0
  clock-sinks: 15
  root_buffer: "clkbuf_8"
  clk_pin_slew_ns: 0.05
sta:
  relSlewSlack_pct: 44.64
  finalHoldViolCount: 0
  maxSlewViolCount: 0
  setup_ws_ns: 0.5560
  post-route-period-util_pct: 83.65
  whs_ns: 0.9285
  setup-violations-final: 0
  period_minus_slack_ns: 2.844
  fmax_mhz: 351.6
  rsz0062_at_grt: "false"
  worst_pin_slew_ns: 0.8295
  tns_ns: 0
critical_path:
  start_kind: "input pin"
  path_class: "in2reg"
  crit_path_end_kind: "flop"
  required_ns: 3.51
  cp-startpoint: "address[0]"
  worstPathCellList: "clkdlybuf4s50_1, inv_1, ha_1, buf_4, xnor2_1, nor3_1, nor4_1, a211oi_1, a211o_1"
  critPathArrivalTime_ns: 2.95
  cpMaxStageDelayCell: "clkdlybuf4s50_1"
  slowest_delay_ns: 0.48
  worst-path-max-fanout: 9
final_layout:
  comb_area_um2: 1732
  largestRegisters: "instr_out (15)"
  drive_gt1_share_pct: 9.538
  top_register: "instr_out"
  largest_register_ff_count: 15
  num-fill-cells: 787
  syn_to_final_growth_pct: 13.57
  flop_area_um2: 300.3
power_and_ir_drop:
  clkPwrFrac_pct: 21.1
  pwr-share-seq_pct: 30.9
  ir_worst_vdd_v: 0.00009679
  swShare_pct: 35.99
  p_sw_mw: 0.2234
  p_int_mw: 0.3974
  combPwrFrac_pct: 48.0
  powerDensity_nw_per_um2: 240.0
  p_leak_nw: 0.9553
floorplanning:
  rows: 31
  fp_util_pct: 31.23
  io_pins: 26
  core_um2: 7292
  die_x_um: 89.13
  dieArea_um2: 7943
  die_h_um: 89.13
worst_hold_path:
  min_from: "address[2]"
  min_path_type: "in2reg"
[Yosys cell counts, types with 7 or more instances]
master / n / area [um^2]
a21oi_1: 24 / 120.1
a31oi_1: 9 / 56.30
buf_2: 15 / 75.07
clkbuf_1: 9 / 33.78
dfxtp_1: 15 / 300.3
ha_1: 10 / 125.1
inv_1: 7 / 26.28
nand2_1: 26 / 97.59
nand2b_1: 17 / 106.4
nand3_1: 17 / 85.08
nor2_1: 15 / 56.30
nor2b_1: 12 / 75.07
nor3_1: 7 / 35.03
o211ai_1: 14 / 105.1
o21ai_0: 17 / 85.08
or2_2: 7 / 43.79
[critical path, delay by kind of cell]
| kind | cells | cell delay, ns |
|---|---|---|
| simple gates | 2 | 0.31 |
| xor+xnor | 1 | 0.26 |
| buf+inv | 3 | 0.83 |
| compound gates | 2 | 0.39 |
| fa+ha+maj | 1 | 0.47 |
[layout make-up]
class | instances | area share (%)
Multi-Input combinational cell | 259 | 66.96
Tap cell | 99 | 4.790
Timing Repair Buffer | 39 | 13.74
Inverter | 8 | 1.161
Sequential cell | 15 | 11.61
Clock buffer | 4 | 1.742
[final timing paths]
path	endpoint	slack, ns	cells past startpoint
max	instr_out[11]	0.56	9
min	instr_out[4]	0.93	2
[cell families after synthesis]
kind of cell	Yosys count
compound gates	118
xor+xnor	4
fa+ha+maj	10
buf+inv	45
flops	15
mux	7
simple gates	120
[power groups by stage]
stage	Clock [mW]	Combinational, mW	Sequential, mW
4_1_cts	0.135	0.294	0.192
5_1_grt	0.142	0.328	0.193
6_report	0.131	0.298	0.192
[routing by layer]
metal	GRT usage, %	vias to the layer above	share of wire [%]
li1	-	1210	-
met3	1.217	17	8.6
met5	0	-	0
met2	30.46	142	45
met1	30.01	1142	44
met4	5.628	0	2.5
[through the flow]
stage / utilization, % / total power, mW / area [um^2] / cells
final: 35.47 / 0.6208 / 2586 / 424
after CTS: 35.47 / 0.6207 / 2586 / 424
after global routing: 35.47 / 0.6636 / 2586 / 424
after global placement: 34.85 / 0.4866 / 2541 / 420
after floorplan: - / 0.3973 / 2277 / 319
after detailed placement: 34.85 / 0.4887 / 2541 / 420
[cell usage in the layout, fill, tap and decap left out, types with 3 or more instances in the layout]
master / instances
a2111oi_0: 3
a211oi_1: 4
a21oi_1: 24
a311oi_1: 3
a31oi_1: 9
and2_1: 3
and3_1: 3
buf_4: 14
clkbuf_8: 3
clkdlybuf4s50_1: 22
dfxtp_1: 15
ha_1: 10
inv_1: 7
mux2i_1: 6
nand2_1: 26
nand2b_1: 17
nand3_1: 17
nor2_1: 15
nor2b_1: 12
nor3_1: 7
o2111ai_1: 4
o211ai_1: 14
o21ai_0: 17
o221ai_1: 4
o22ai_1: 3
o31ai_1: 5
or2_2: 7
or3_1: 3
Power and IR drop assume default switching activity.
